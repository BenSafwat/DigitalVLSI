==> flow/design.v <==
module fifo
#(
    parameter DEPTH = 4,
    parameter WIDTH = 8
)(
    input logic clk, rst_n,
    input logic r_EN, w_EN,
    output logic full, empty,
    input logic [7:0] data_in,
    input logic inDvaild,
    output logic [7:0] data_out,
    output logic outDvalid
);
    localparam ADDR_W = $clog2(DEPTH);
    logic [WIDTH-1:0] FIFO [0:DEPTH-1];  
    logic [ADDR_W:0] wadd, radd;         
    always_ff @(posedge clk) begin
        if(!rst_n)begin
            wadd <= 0;       
        end else if(w_EN && !full && inDvaild)begin
                FIFO[wadd[ADDR_W-1:0]] <= data_in;
                wadd <= wadd + 1;
        end 
    end 
    always_ff @(posedge clk) begin
        if(!rst_n)begin
            data_out <= 0;    
            radd <= 0;        
            outDvalid <= 0;
        end else if(r_EN && !empty) begin 
            data_out <= FIFO[radd[ADDR_W-1:0]];
            outDvalid <= 1;
            radd <= radd + 1;
        end else outDvalid <= 0;
    end
    assign empty = (wadd==radd);
    assign full = ((radd[ADDR_W] != wadd[ADDR_W]) && (radd[ADDR_W-1:0] == wadd[ADDR_W-1:0]));
endmodule
==> flow/run.sh <==
#!/bin/bash
# OpenROAD 26Q1-2900-gdf79404cd8, Yosys 0.63+post, stock flow scripts
make -C /OpenROAD-flow-scripts/flow DESIGN_CONFIG=/design/flow/config.mk WORK_HOME=/design/flow/orfs finish
==> flow/config.mk <==
export PLATFORM = sky130hd
export DESIGN_NAME = fifo
export DESIGN_NICKNAME = fifo
export VERILOG_FILES = /design/flow/design.v
export SDC_FILE = /design/flow/constraint.sdc
export NUM_CORES = 4
export LEC_CHECK = 1
export CORE_UTILIZATION = 30
==> flow/constraint.sdc <==
current_design fifo

set clk_period 4.2
set clk_io_pct 0.2

create_clock -name clk0 -period $clk_period [get_ports {clk}]

set non_clock_inputs [all_inputs -no_clocks]
set_input_delay [expr $clk_period * $clk_io_pct] -clock clk0 $non_clock_inputs
set_output_delay [expr $clk_period * $clk_io_pct] -clock clk0 [all_outputs]
==> impl_metrics.csv <==
group,metric,value,unit
run_status,status,"finished clean",
setup_path,crit_buf_inv,2,
drt,drt_iter0_markers,61,
power_and_ir_drop,powerDensity,403.9,nW/um2
placement,gp_congestion,0.7979,
setup_path,cp_max_fo,13,
layout,final_layout_size_suffix_gt1_share,11.66,%
layout,mostFrequentLayoutCells,"edfxtp_1, nand2_1, clkdlybuf4s50_1",
setup_path,critPathSlowestCell,"dfxtp_1",
flow_run,drv_cap,0,
yosys,syn-instance-count,137,
setup_path,r2r_end,"FIFO[3][1]",
global_routing,grt_max_degree,35,
global_routing,grt_pass1_wl,5395,um
setup_path,r2r_cells,3,
global_routing,grt_pass1_vias,1105,
setup_path,crit_path_end,"full",
floorplan,fp_util,31.23,%
drt,drc,0,
setup_path,r2r_slack,1.88,ns
placement,hpwl,2149,um
layout,fill_cells,562,
global_routing,grt.total_usage,10.39,%
global_routing,grt-ovfl-total,0,
global_routing,met1_usage,14.82,%
drt,dr.pass1.iters,4,
clocking,hold_buffers,0,
timing,max_freq,345.8,MHz
floorplan,die-height,83.31,um
setup_path,critPathLaunchType,"flip-flop",
yosys,synth.avg_cell_area,14.48,um2
floorplan,chipArea,6940,um2
clocking,cts_resized,0,
placement,port_buffers,23,
clocking,clockBufferDepth,2,
setup_path,critPathRequiredTime,3.36,ns
global_routing,met2_usage,15.72,%
clocking,htree_levels,2,
setup_path,arrival,2.05,ns
timing,tightest_slew,0.7534,ns
flow_run,warning_count,28,
layout,ff_latch_area,1261,um2
yosys,ys_seq_share,63.60,%
timing,setup_viol,0,
yosys,ys_cells,137,
setup_path,criticalPathCategory,"flip-flop to primary output",
drt,diodes,0,
clocking,clk_latency,0.29,ns
yosys,syn_area,1983,um2
timing,fin_crit,2.892,ns
yosys,yosys_area,1983,um2
power_and_ir_drop,leakagePower,0.8689,nW
floorplan,rows,29,
yosys,ys_seq_elements,47,
setup_path,reg2reg_from,"radd[0]",
global_routing,use_met3,4.945,%
timing,hold_viol,0,
floorplan,ios,24,
placement,pre_cts_slack,1.572,ns
floorplan,core_region_area,6350,um2
floorplan,die_w,83.31,um
timing,clock-skew-final,0.004671,ns
timing,layout_setup_ws,1.308,ns
drt,viasPerCell,4.642,
setup_path,critical-path-top-delay-family,"flip-flops",
timing,fin_setup_tns,0,ns
layout,combGateArea,661.9,um2
yosys,top_cell_area_share,48.45,%
timing,drv_slew,0,
timing,grt_setup_unrepaired,"false",
setup_path,critical_path_depth,4,
clocking,clock-sinks,47,
clocking,cts_tree,"done",
yosys,synth_area_leader_cell,"edfxtp_1",
min_path,hold_class,"flip-flop to flip-flop",
drt,postRouteWirelength,3279,um
setup_path,crit_start,"radd[0]",
clocking,cts.clk_slew.worst_paths,0.08,ns
clocking,numCtsBuffers,5,
layout,areaGrowthSynthToFinish,19.43,%
setup_path,end_kind,"primary output",
clocking,cts-root-buf,"clkbuf_8",
clocking,postCtsSetupBuffers,0,
global_routing,antenna_found_initial,0,
drt,num_vias,1114,
setup_path,cp_slowest_stage_delay,0.82,ns
yosys,yosysUniqueCellTypes,26,
global_routing,busiest_layer,"met2",
drt,postRouteAntennaNets,0,
yosys,synth.area.top_cells,"edfxtp_1, dfxtp_1, mux4_2, mux2i_1, nand2_1",
power_and_ir_drop,ir_drop,0.2350,mV
drt,wl_per_cell,13.66,um
timing,post-route-period-util,68.86,%
layout,layout_top_cell,"edfxtp_1",
timing,slew_headroom,49.70,%
layout,fin_util,37.30,%
yosys,yosysWarningCount,1,
setup_path,path_cells,"xnor2_1 > nand3_1 > inv_1 > clkdlybuf4s50_1",
==> per-stage QoR <==
step           instances  hold slack, ns  area [um2]  power (mW)
3_5_place_dp         232          0.4576        2287      0.7175
2_1_floorplan        137          0.4235        1983      0.6484
4_1_cts              240          0.4688        2369      0.9695
3_3_place_gp         232          0.4468        2287      0.7116
5_1_grt              240          0.4836        2369       1.008
6_report             240          0.4644        2369      0.9566
==> metal layers <==
layer	routed length [um]	part of all wire [%]
met4	38	1.2
met5	0	0
met1	1505	46
met3	274	8.4
met2	1461	45
==> worst min-delay path by stage <==
stage      startpoint  slack, ns  cells past startpoint           to
4_1_cts   data_out[1]       0.47                      2  data_out[1]
5_1_grt   data_out[7]       0.48                      2  data_out[7]
6_report  data_out[7]       0.46                      2  data_out[7]
==> registers in the layout, indices dropped and copies added, names as in the netlist <==
signal	flops
radd	3
outDvalid	1
FIFO	32
wadd	3
data_out	8
==> cell usage after synthesis <==
library cell / number
buf_4: 3
mux4_2: 8
a211oi_1: 1
o211ai_1: 2
edfxtp_1: 32
a31oi_1: 1
mux2i_1: 12
nor4_1: 1
and3_1: 4
xnor2_1: 3
ha_1: 5
nand4b_1: 1
nand2b_1: 1
nand3_1: 1
clkbuf_1: 4
and4b_1: 1
a31oi_2: 1
dfxtp_1: 15
o31ai_2: 1
nor2_1: 2
o311ai_0: 1
or3_1: 1
xor2_2: 1
inv_1: 6
nand2_1: 27
xor2_1: 2
==> cell families after synthesis <==
group | count (synthesis) | synth area share (%)
buffers and inverters | 13 | 3.028
adders and majority gates | 5 | 3.155
and+or+nand+nor | 39 | 8.896
muxes | 20 | 15.14
xor gates and xnor gates | 6 | 3.029
DFF | 47 | 63.60
AOI/OAI and AO/OA | 7 | 3.155
==> power by group <==
group	leakage, nW	switching, mW	total (mW)	internal [mW]
Combinational	0.415	0.0589	0.158	0.0988
Sequential	0.411	0.0288	0.546	0.517
Clock	0.0426	0.139	0.253	0.115
==> worst min-delay path: cells and delay by family (launching register included) <==
kind          cells  cell delay, ns
simple gates      1            0.05
mux               1            0.06
flops             1            0.31
==> final cells by class <==
class | instances | area share (%)
flip-flops and latches | 47 | 53.25
multi-input cells | 77 | 27.95
repair buffers | 25 | 10.35
well taps | 77 | 4.068
clock buffers | 6 | 3.064
inverters | 6 | 0.9509
clock inverters | 2 | 0.3698
Power and IR drop assume default switching activity.
