===== ./config.mk =====
export PLATFORM = sky130hd
export DESIGN_NAME = clkMux_2FF
export DESIGN_NICKNAME = clkMux_2FF
export VERILOG_FILES = /design/flow/design.v
export SDC_FILE = /design/flow/constraint.sdc
export NUM_CORES = 4
export LEC_CHECK = 1
export CORE_AREA = 10 10 70 70
export DIE_AREA = 0 0 80 80

===== ./design.v =====
module clkMux_2FF (
    input logic sel, clk1, clk2, rst_n,
    output logic clk_out
);
    logic en_clk1, en_clk2;
    logic clk1_out, clk2_out;
    logic q1, q3;  
    logic q2, q4;  
    always_comb begin
        en_clk1 = ~sel & ~q4;
        en_clk2 = sel & ~q3;
        clk1_out = clk1 & q3;
        clk2_out = clk2 & q4;
        clk_out = clk1_out | clk2_out;
    end
    always_ff @(posedge clk1)begin
        if(!rst_n)  q1 <= 0;
        else        q1 <= en_clk1;
    end
    always_ff @(negedge clk1)begin
        if(!rst_n)  q3 <= 0;
        else        q3 <= q1;
    end
    always_ff @(posedge clk2) begin
        if(!rst_n)  q2 <= 0;
        else        q2 <= en_clk2;
    end
    always_ff @(negedge clk2) begin
        if(!rst_n)  q4 <= 0;
        else        q4 <= q2;
    end
endmodule

===== ./constraint.sdc =====
current_design clkMux_2FF

set clk_period 1.0
set clk_io_pct 0.2

create_clock -name clk0 -period $clk_period [get_ports {clk1}]
create_clock -name clk1 -period $clk_period [get_ports {clk2}]

set non_clock_inputs [all_inputs -no_clocks]
set_input_delay [expr $clk_period * $clk_io_pct] -clock clk0 $non_clock_inputs
set_output_delay [expr $clk_period * $clk_io_pct] -clock clk0 [all_outputs]

===== ./run.sh =====
#!/bin/bash
# OpenROAD 26Q1-2900-gdf79404cd8, Yosys 0.63+post, stock flow scripts
make -C /OpenROAD-flow-scripts/flow DESIGN_CONFIG=/design/flow/config.mk WORK_HOME=/design/flow/orfs finish

==> summary.txt <==
Numbers from the implementation run.

The mean routed wirelength per cell is 7.25 µm. In this run the critical path is formed by a22o_1, buf_2. The iteration count of the initial detailed-routing pass is 4. The routed wire length is 544 µm.

The overall die width is 80 µm. Of the total power, the clock network draws 81.0%. The kind of path behind the tightest hold check is primary input to flop.

The smallest setup slack after layout is -720 ps. The count of flip-flops with a built-in enable after synthesis is 0. Endpoints failing hold in the final report were tallied at 0. The final core utilization is 9.41%. The core region area is 3420 µm².

The worst relative slew slack is 91.3%. Per STA, the highest per-stage delay on the worst path measures 290 ps. In the global route stage, met3 resource usage came out at 3.86%. The run finished, with violations left. The number of placed instances, taps included is 61.

In the routed layout, each cell is associated on average with a via count of 2.17. In this run the remaining antenna-violating nets after routing total 0. STA classifies the critical path startpoint as a flop. sky130_fd_sc_hd__dfxtp_1 is the most common cell in the netlist. TritonCTS built the clock tree. The finished layout holds 75 standard cells, fillers aside. The worst reg2reg path depth is 2. The cell at the slowest stage of the critical path is sky130_fd_sc_hd__dfxtp_1.

The peak supply drop is 1.08 mV. The area added between synthesis and finish is 147%. By count the netlist is led by sky130_fd_sc_hd__dfxtp_1 (4), sky130_fd_sc_hd__and2_1 (2), sky130_fd_sc_hd__inv_1 (2). The worst hold endpoint is q1. Max fanout on the critical path was recorded as 2. Per the Yosys statistics, synthesis produced 11 cells. The power report puts the leakage power at 0.141 nW. The pin closest to its max-slew limit shows a slew of 130 ps. The number of synthesized register bits is 4.

The category of the most critical setup path is flop to output port. Before placement the cells fill 3.81% of the core. The total overflow left after global routing is 0. For the worst reg-to-reg path, the startpoint reported by OpenROAD is q4.

Sequential cells were found to cover 61.5% of the synthesized design area. In this run, distinct cell masters in the synthesized netlist total 6. At the worst endpoint, the required time is 800 ps. STA puts the critical path data arrival time at 1520 ps. The floorplan row count is 21. The number of antenna violations at the first check in global routing was 0. The number of DRC violations after detailed routing is 0.

Among all flip-flop cells after synthesis, the most frequent one is sky130_fd_sc_hd__dfxtp_1. In this run the tools logged warnings totalling 31. The timing report gives the clock slew at the launch and capture registers of the worst setup and hold paths as 30 ps. According to the floorplan report, the total die area is 6400 µm².

The fraction of registers with async set or reset after synthesis is 0%. The count of inserted antenna diode cells is 0. The post-synth design cell area is 130 µm². Of all cell types, the one taking the most synthesized area is sky130_fd_sc_hd__dfxtp_1. Power spread over the standard cell area amounts to 3130 nW/µm². Per the final report, max-transition violations number 0. The switching portion of total power comes to 23.4%. The checks that failed: negative setup slack.

The number of warning messages in the yosys log is 1. Entering global routing, the biggest net connects 5 pins. The internal power contribution is 0.771 mW.

The clock arrives with 62.4 ps of skew. The congestion estimate from routability-driven global placement came to 0.595. Counting instances, the worst hold path has a depth of 2. Sorting the synthesized cells by area gives the leading types as sky130_fd_sc_hd__dfxtp_1 (62%), sky130_fd_sc_hd__and2_1 (9.6%), sky130_fd_sc_hd__nor3b_2 (9.6%). The power report puts the net switching power at 0.236 mW.

Total power for the finished layout comes to 1.01 mW. In this run the maximum-capacitance check reported violations numbering 0. The yosys stat chip area is 130 µm². In this run, the number of DRC markers left after iteration 0 of detailed routing was 3. The die boundary height is 80 µm. The routing usage on met2 is 1.04%. The final route contains 163 vias. The synthesized netlist handed to floorplanning was reported with a cell count of 11. During I/O placement, the number of pins put on the boundary was 5. Setup repair after global routing could not meet its margin everywhere.

The final total negative setup slack is -1070 ps. The source of the worst hold timing path is rst_n. The number of hold buffers added after CTS was 0. The number of buffer cells added on primary ports is 3. Endpoints with negative setup slack in the final report add up to 3. The mean instance size in the synthesized netlist is 11.8 µm². The reg-to-reg endpoint is q1.

Hold is met by 326 ps. The met1 layer usage reported by global route is 0.931%. The peak-usage layer in the global routing report is met3. The part of the power in registers is 17.1%. Per the final layout report, the fraction of cells sized above drive strength 1 comes to 55.2%.

The worst setup path is captured at an output port. The share of synthesized area in the top cell type comes to 61.5%. Looking at the power breakdown, combinational cells take 1.9% of the total. Total global-route track usage over all layers is 1.90%. The first-pass GRT wire length is 834 µm.

The via count of the first global-routing pass is 259. For flop-to-flop paths, the worst setup slack is -200 ps.
[worst max-delay path, delay by kind of cell (launching register included)]
family          cells  cell delay, ps
buf+inv             1             130
flops               1             290
compound gates      1             200
[what timing repair did]
action                                  4_1_cts  5_1_grt
gates cloned                                  0        0
setup buffers                                 0        1
endpoints found under the setup margin        5        3
pin swaps                                     0        1
gates resized                                 6        1
[logic make-up after synthesis]
kind of cell	after synthesis	synth area share (%)
buffers and inverters	2	5.77
flip-flops	4	61.5
AND-OR/OR-AND	1	6.73
AND/OR/NAND/NOR	4	26.0
[placed cells by master (no fill, tap or decap)]
master / count
sky130_fd_sc_hd__clkbuf_1: 2
sky130_fd_sc_hd__clkdlybuf4s50_1: 1
sky130_fd_sc_hd__nor3b_2: 1
sky130_fd_sc_hd__a22o_1: 1
sky130_fd_sc_hd__clkbuf_4: 12
sky130_fd_sc_hd__buf_6: 1
sky130_fd_sc_hd__inv_1: 2
sky130_fd_sc_hd__dfxtp_1: 3
sky130_fd_sc_hd__buf_2: 1
sky130_fd_sc_hd__and3b_1: 1
sky130_fd_sc_hd__dfxtp_2: 1
sky130_fd_sc_hd__dlygate4sd2_1: 1
sky130_fd_sc_hd__and2_1: 2
[registers in the layout, summed over array words and instances, names as in the netlist]
signal,flops
q4,1
q1,1
q2,1
q3,1
[power groups by stage]
stage / Combinational (mW) / Clock [mW] / Sequential (mW)
4_1_cts: 0.0190 / 0.854 / 0.172
5_1_grt: 0.0216 / 0.904 / 0.173
6_report: 0.0191 / 0.816 / 0.172
[cell type report]
class | instances | area, µm²
flip-flops and latches | 4 | 81.3
repair buffers | 3 | 30.0
clock inverters | 2 | 7.51
multi-input cells | 5 | 42.5
well taps | 46 | 57.6
fillers | 418 | 3090
clock buffers | 15 | 103
[worst max path at each step]
stage	start	end	slack, ps
after CTS	q3	clk_out	-740
after global routing	q3	clk_out	-780
final	q3	clk_out	-720
[per-layer routing]
layer	wire length [µm]	vias to the layer above	part of all wire, %
li1	-	69	-
met1	187	65	34
met2	164	15	30
met3	128	14	24
met4	63	0	12
met5	0	-	0
[through the flow]
stage,area [µm²],setup slack (ps)
final,322,-720
after global routing,322,-779
after CTS,322,-739
after detailed placement,226,-561
after global placement,226,-555
after floorplan,131,-152
Power figures rest on the tool's default switching activity, not on a simulated workload.
